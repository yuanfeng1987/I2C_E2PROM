### flow/config.mk
export PLATFORM = sky130hd
export DESIGN_NAME = State_Transfer
export DESIGN_NICKNAME = State_Transfer
export VERILOG_FILES = /design/flow/design.v
export SDC_FILE = /design/flow/constraint.sdc
export NUM_CORES = 4
export LEC_CHECK = 1
export CORE_AREA = 10 10 70 70
export DIE_AREA = 0 0 80 80
### flow/constraint.sdc
current_design State_Transfer

set clk_period 1.9
set clk_io_pct 0.2

create_clock -name clk0 -period $clk_period [get_ports {i_clk10MHz}]

set non_clock_inputs [all_inputs -no_clocks]
set_input_delay [expr $clk_period * $clk_io_pct] -clock clk0 $non_clock_inputs
set_output_delay [expr $clk_period * $clk_io_pct] -clock clk0 [all_outputs]
### flow/design.v
module State_Transfer(input wire i_RST_n,				   
							 input wire i_clk10MHz,			   
							 input wire i_I2C_Enable_Flag,			   
							 input wire i_R_W,				   
							 input wire i_Num_Remain,		   
							 input wire i_Read_Setting_Flag,      
							 input wire i_Timer_Flag,             
							 input wire i_Err_Flag,               
							 output reg [2:0] Current_State);
	reg [2:0] Next_state;
	always @(posedge i_clk10MHz or negedge i_RST_n)     
	begin 
		if(!i_RST_n)
			begin
				Current_State<=3'b000;
			end
		else
			begin
				Current_State<=Next_state;
			end
	end
	always @(*)
	begin
		if(!i_RST_n)
		begin
			Next_state<=3'b000;
		end
		else 
			case (Current_State)
			3'b000: begin
					if(i_I2C_Enable_Flag==1'b1)
						Next_state<=3'b001;
					else
						Next_state<=3'b000;
					end
			3'b001: begin
					if (i_Timer_Flag==1'b1)
						Next_state<=3'b001;
					else
						Next_state<=3'b010;
					end
			3'b010: begin
					if (i_Timer_Flag==1'b1)  
						Next_state<=3'b010;
					else if ((i_R_W==1'b1)&(i_Read_Setting_Flag==1'b1))
						Next_state<=3'b101;
					else
						Next_state<=3'b011 ;
					end
			3'b101: begin
					if (i_Timer_Flag==1'b1)
						Next_state<=3'b101;
					else if (i_Num_Remain==1'b1)
						Next_state<=3'b101;	
					else
						Next_state<=3'b110;
			      end
			3'b011: begin
					if (i_Timer_Flag==1'b1)
						Next_state<=3'b011;
					else if (i_R_W==1'b1)       
						Next_state<=3'b001;
					else
					   Next_state<=3'b100;
					end
			3'b100: begin
					if (i_Timer_Flag==1'b1)
						Next_state<=3'b100;
					else if(i_Num_Remain==1'b1)
						Next_state<=3'b100;
					else
						Next_state<=3'b110;
					end
			3'b110: begin
					if (i_Timer_Flag==1'b1)
						Next_state<=3'b110;
					else
						Next_state<=3'b000;
					end
			default:
						Next_state<=3'b000;
			endcase
	end
endmodule
### flow/run.sh
#!/bin/bash
# OpenROAD 26Q1-2900-gdf79404cd8, Yosys 0.63+post, stock flow scripts
make -C /OpenROAD-flow-scripts/flow DESIGN_CONFIG=/design/flow/config.mk WORK_HOME=/design/flow/orfs finish
==> reports/qor.txt <==
WL final -> 668 um
Final Slew Violations -> 0
Final setup fails -> 0
N_diodes -> 0
CP max stage delay -> 0.53 ns
Yosys Warn Count -> 1
Data arrival, critical path -> 1.26 ns
Critical-path cell list -> clkdlybuf4s50_1
Top cells by area -> dfrtp_1, nor2_1, nor2b_1
Max-Cap Viols -> 0
Sum of buffers and inverters on the critical path -> 1
Fp util -> 6.34%
Area Growth Syn to Fin -> 78.6%
Grt ovf -> 0
Final hold viol count -> 0
Clock edge transition at the registers on the reported setup and hold paths -> 0.04 ns
Post-route ant nets -> 0
Critical path's slowest cell -> clkdlybuf4s50_1
Post-CTS Resized -> 0
Worst Setup End Kind -> primary output
Number of fillers in the final layout -> 409
Cell Type Count -> 15
RSZ-0062 raised after global routing -> no
Initial antenna violation count -> 0
PwrDens -> 619 nW/um^2
Chip area in the Yosys report -> 216 um^2
Pre-Repair DR Iteration Count -> 4
P_leak -> 0.000135 uW
Row count -> 21
HPWL Detailed -> 536 um
Share of cells above drive strength 1 -> 7.50%
H-tree depth -> 1
Largest registers -> Current_State x3
Finished Layout Cells -> 86
FMAX -> 611 MHz
Critical path startpoint category -> flop
GP Congestion -> 0.816
Root Driver -> clkbuf_4
Min Clock Period, post-route -> 1.64 ns
Initial drt markers -> 5
Drt wl/cell -> 7.77 um
DRC violations left -> 0
Avg Inst Size Synth -> 7.73 um^2
Max FFs per register -> 3
Total vias in the final route -> 244
Total Power -> 239 uW
Cycle use final -> 86.2%
First-pass GRT wire length -> 1.26 mm
Kind of critical path -> reg -> out
CP top delay family -> buffers and inverters
Worst-Margin Slew -> 0.285 ns
Worst rel slew slack -> 81.0%
Clk ins delay skew pair -> 0.23 ns
Top reg by flops -> Current_State
CTS tree -> built
Clock Sinks -> 3
Largest net degree at the start of global routing -> 10
Die Y -> 80 um
Register area -> 75.1 um^2
Yosys cell count -> 28
Post-Syn Area -> 216 um^2
Max Root-Sink Buffers -> 2
Core area -> 3420 um^2
Die width -> 80 um
Cells after Synth -> 28
Run status -> complete, no violations
Ports -> 11
Hold Path Class -> in -> async
Crit-path max FO -> 9
Maximum VDD drop -> 0.246 mV
Synthesized registers -> 3
Hold-fix buffers, CTS -> 0
PortBufs -> 9
# Post-CTS Setup Buffers -> 0
Max-area cell share -> 34.7%
Die area -> 6400 um^2
CTS buffer count -> 3
Largest area contributor in the netlist -> dfrtp_1
Total track usage -> 2.39%
OpenROAD warning count -> 26
Worst Clk Skew -> 0.00211 ns
Vias in the first global route -> 269
Total Neg Setup Slack -> 0 ns
Gate Area -> 130 um^2
Seq share, synth -> 34.7%
CP required -> 1.52 ns
DR vias/cell -> 2.84
DP Cell Count -> 82
## per-layer routing
layer  share of wire (%)  up-vias  GRT usage [%]
li1                    -      123              -
met1                  47      107           3.26
met2                  45       12           3.37
met3                 6.4        2          0.909
met4                 1.6        0          0.704
met5                   0        -              0
## worst paths after layout
kind / start / end / slack (ns) / cells past startpoint
min reg2reg: Current_State[1]$_DFF_PN0_ / Current_State[1]$_DFF_PN0_ / 0.67 / 2
min in group clk0: Current_State[1]$_DFF_PN0_ / Current_State[1]$_DFF_PN0_ / 0.67 / 2
max in group asynchronous: i_RST_n / Current_State[1]$_DFF_PN0_ / 1.30 / 1
max reg2reg: Current_State[2]$_DFF_PN0_ / Current_State[0]$_DFF_PN0_ / 0.71 / 3
min: i_RST_n / Current_State[0]$_DFF_PN0_ / 0.39 / 1
max: Current_State[0]$_DFF_PN0_ / Current_State[0] / 0.26 / 1
## metrics by stage
stage / utilization (%) / area (um^2) / setup slack (ns) / hold WS, ns
floorplan: - / 216 / 0.832 / 0.0844
global placement: 10.5 / 360 / 0.376 / 0.626
detailed placement: 10.5 / 360 / 0.369 / 0.633
CTS: 11.3 / 387 / 0.252 / 0.381
global route: 11.3 / 387 / 0.164 / 0.402
finish: 11.3 / 387 / 0.263 / 0.389
## cells in the final DEF, fill, tap and decap left out, drive strengths merged
master and n:
a21oi 1, dfrtp 3, o21ai 2, nand2 4, nor2b 3, inv 2
o2111a 1, clkdlybuf4s50 9, mux2i 1, o22ai 1, and4 1, nor2 5
a22oi 1, a32o 1, clkbuf 4, o311ai 1
## power breakdown
group,switching [uW],total [uW],internal (uW)
Clock,33.1,112,78.7
Combinational,15.8,47.0,31.3
Sequential,11.3,80.3,69.0
Total,60.2,239,179
## cells by family (layout without fill, tap and decap cells)
logic type / after synthesis / in the layout / share of synthesized area (%)
compound gates: 8 / 8 / 27.2
buf+inv: 3 / 15 / 5.20
flops: 3 / 3 / 34.7
mux: 1 / 1 / 4.62
simple gates: 13 / 13 / 28.3
## cell usage after synthesis
cell type and count:
a21oi_1 1, a22oi_1 1, a32o_1 1, and4_1 1
clkbuf_1 1, dfrtp_1 3, inv_1 2, mux2i_1 1
nand2_1 4, nor2_1 5, nor2b_1 3, o2111a_1 1
o21ai_0 2, o22ai_1 1, o311ai_1 1
## final cells by class
| class | count | area share [%] |
|---|---|---|
| Timing Repair Buffer | 9 | 23.3 |
| Tap cell | 46 | 14.9 |
| Sequential cell | 3 | 19.4 |
| Multi-Input combinational cell | 22 | 33.7 |
| Inverter | 2 | 1.94 |
| Clock buffer | 4 | 6.80 |
Power is estimated from default activity; no workload was simulated.
