**/design/flow/design.v**
```verilog
module Button_Debounce(input wire i_Btn,
							  input wire i_Rst_n,
							  input wire i_Clock10MHz,
							  output wire o_High_Pulse);
	reg [17:0] Counter_clk;
	reg in_q1, in_q2, in_q3;
	reg out_q1, out_q2;
	wire IN_Rising, IN_Falling;
	wire OUT_Rising;
	always @(posedge i_Clock10MHz or negedge i_Rst_n)
	begin
		if (!i_Rst_n)
			begin
				in_q1<=1'b1;
				in_q2<=1'b1;
				in_q3<=1'b1;
			end
		else
			begin
				in_q1<=i_Btn;
				in_q2<=in_q1;
				in_q3<=in_q2;
			end
	end
	assign	IN_Rising= ((!in_q3) & in_q2);
	assign	IN_Falling=(in_q3 & (!in_q2));
	always @(posedge i_Clock10MHz or negedge i_Rst_n)
	begin
		if(!i_Rst_n)
			begin
				Counter_clk<=18'b00_0000_0000_0000_0000;
			end
		else
			begin
				if(IN_Rising|IN_Falling)
					Counter_clk<=18'b00_0000_0000_0000_0000;
				else
					begin
						Counter_clk<=Counter_clk+1'b1;
						if (Counter_clk>18'b11_0000_1101_0100_0011)     
							Counter_clk<=18'b11_0000_1101_0100_0010;  
					end
			end
	end
	always @(posedge i_Clock10MHz or negedge i_Rst_n)
	begin
		if (!i_Rst_n)
			begin
				out_q1<=1'b1;
				out_q2<=1'b1;
			end
		else
			begin
				if(Counter_clk>18'b11_0000_1101_0100_0000)
					begin
						out_q1<=in_q3;
						out_q2<=out_q1;
					end
			end
	end
	assign o_High_Pulse= ((!out_q2) & out_q1);
endmodule
```
**/design/flow/run.sh**
```bash
#!/bin/bash
# OpenROAD 26Q1-2900-gdf79404cd8, Yosys 0.63+post, stock flow scripts
make -C /OpenROAD-flow-scripts/flow DESIGN_CONFIG=/design/flow/config.mk WORK_HOME=/design/flow/orfs finish
```
**/design/flow/config.mk**
```make
export PLATFORM = sky130hd
export DESIGN_NAME = Button_Debounce
export DESIGN_NICKNAME = Button_Debounce
export VERILOG_FILES = /design/flow/design.v
export SDC_FILE = /design/flow/constraint.sdc
export NUM_CORES = 4
export LEC_CHECK = 1
export CORE_AREA = 10 10 97 97
export DIE_AREA = 0 0 107 107
```
**/design/flow/constraint.sdc**
```tcl
current_design Button_Debounce

set clk_period 2.9
set clk_io_pct 0.2

create_clock -name clk0 -period $clk_period [get_ports {i_Clock10MHz}]

set non_clock_inputs [all_inputs -no_clocks]
set_input_delay [expr $clk_period * $clk_io_pct] -clock clk0 $non_clock_inputs
set_output_delay [expr $clk_period * $clk_io_pct] -clock clk0 [all_outputs]
```
==> notes.md <==
fresh numbers from the pnr run: outcome=completed, DP HPWL=roughly 1800 um, Pint=0.0004452 W, commonest cells in the netlist=18 x dfrtp_1, 11 x nor3_1, 11 x xnor2_1, Clock Power Share=between 30% and 40%, R2R setup slack=0.98 ns, postcts setup bufs=0, Pre-Place Util=between 15 and 20%, hold depth=0, number of global-route vias before repair=between 900 and 1,000, critical setup path kind=flop to output port, Final Cycle Share=between 60 and 70%, yosys cell count=about 130, wire per inst=roughly 11 um, fa+ha+maj area frac=roughly 2.0%, I/O Buffers=3, final setup violation count=0, largest net degree at the start of global routing=24, post-route cell area=approximately 0.0014 mm^2, hold path startpoint=in_q1, CTS Root Cell=clkbuf_8, total wire length=~2500 um, Worst setup SP type=flop, first-pass GRT wire length=4395 um, Area growth syn-to-layout=15.85%, I/O pin count=4, Num CTS Buffers=3, hold endpoint=in_q2, max_cap viols=0, H-Tree Depth=1, YS warnings=1, First-pass DRT Iterations=5, unrepaired setup endpoints after global routing=false, Post-Route Setup TNS=0 ns, Multiplexer share=0%, Async SR Flop Fraction=100.0%, worst endpoint required time=~2.3 ns, DRC violations left=0, top cell type by instance count after synthesis=dfrtp_1, antenna cell count=0, GP Congestion=approximately 0.81, ys flops=23, Final ANT Viol Nets=0, worst setup margin=between 0.9 and 1 ns, Design Power=approximately 0.00058 W, main logic family after synthesis=simple AND/OR/NAND/NOR gates, worst ir drop on vdd=0.1747 mV, worst reg2reg path depth=4, GRT overflow=0, sw frac=a little under a quarter, Net Switching=~0.00013 W, critical-path maximum fanout=4, Hold WC Path Type=flop to flop, dpl cell area=around 0.0014 mm^2, CTS Buffer Depth=2, GRT Util Overall=under 10%, core area=0.007292 mm^2, CP Capture Type=output port, die width=approximately 110 um, Dominant flop cell=dfrtp_1, Syn Area/Cell=~10 um^2, ao+oa area frac=12.80%, dominant cell type by area after synthesis=dfrtp_1, Yosys chip area=~0.0012 mm^2, Vias=roughly 970, slew margin rel.=between 60% and 70%, flip-flops with a built-in enable=0, Yosys cell types=36, Post-Synth XOR/XNOR Area=9.959%, Static Leak=0.5262 nW, min cycle time layout=about 2 ns, Arrival @ worst endpoint=roughly 1.4 ns, Sequential Power Share=between 50 and 60%, Post-synth seq share=a little under half, fin. max-slew vios=0, reg-to-reg critical path startpoint=Counter_clk[5], Final Hold Violating Endpoints=0, Cells after Synth=126, Synth top area share=36.59%, Top cells by area=dfrtp_1 37%, dfstp_2 11%, xnor2_1 7.8%, fmax=around 500 MHz, PD cells=between 400 and 500 mW/mm^2, num rows=31, CTS Hold Bufs=0, die area=between 0.01 and 0.015 mm^2, AND/OR/NAND/NOR Cells, Area Fraction=24.59%, Min Hold Slack=~0.36 ns, clk sink count=23, initial antenna violation count=0, Reg clk slew, reported paths=roughly 0.080 ns, Gate power share=between 7 and 8%, Worst Tran Pin Value=roughly 0.53 ns, chip height=around 110 um, layout cell share with drive strength beyond 1=approximately an eighth, RR Endpoint=Counter_clk[6], tool warning count=26, pre-CTS setup slack=1.021 ns, 1st-iter DRT viols=between 50 and 60, drt via density=around 4.2, post_cts resized=0, CTS tree=done, Worst Clk Skew=0.001659 ns, Mapped Area=roughly 0.0012 mm^2, clk ins delay skew pair=about 0.26 ns
[cell type report]
cell class	instances	area (um^2)
well taps	99	123.9
repair buffers	5	45.04
clock buffers	4	45.04
fillers	817	5866
multi-input cells	93	608.1
flip-flops and latches	23	581.8
inverters	6	22.52
[critical path: stages, from the launching register on]
cell and delay (ns):
dfstp_2 0.55, nor2b_1 0.14, clkdlybuf4s50_1 0.48
[sequential cells by signal, summed over array words and instances, names as in the netlist]
name         count
Counter_clk     18
in_q1            1
in_q2            1
in_q3            1
out_q1           1
out_q2           1
[per-layer routing]
layer | GRT usage, % | wire (um)
met1 | 6.241 | 1257
met2 | 7.024 | 1183
met3 | 0.5458 | 66
met4 | 0.6770 | 27
met5 | 0 | 0
[logic make-up after synthesis]
logic type      Yosys count
buf+inv                  10
flops                    23
xor+xnor                 14
simple gates             53
compound gates           24
fa+ha+maj                 2
[through the flow]
step	utilization (%)	instances
after floorplan	-	126
after global placement	18.94	226
after detailed placement	18.94	226
after CTS	19.56	230
after global routing	19.56	230
final	19.56	230
[placed cells by master (no fill, tap or decap), types with 2 or more instances in the layout]
cell	synthesis	layout
o211ai_1	2	2
clkbuf_8	0	3
ha_1	2	2
or4_1	2	2
a21oi_1	9	9
inv_1	6	6
and3_1	3	3
xor2_1	3	3
a22oi_1	2	2
nand3_1	10	10
or3_1	3	3
nor3_1	11	11
clkdlybuf4s50_1	0	3
xnor2_1	11	11
nand4_1	3	3
nor2_1	3	3
dfstp_2	5	5
nand2_1	5	5
a211oi_1	2	2
nor4_1	7	7
dfrtp_1	18	18
buf_4	0	2
o21ai_0	2	2
[power by group through the flow]
stage     sequential, W  combinational [W]  clock (W)
6_report       0.000340          0.0000441   0.000192
5_1_grt        0.000341          0.0000507   0.000221
4_1_cts        0.000340          0.0000444   0.000202
[how the worst max path moves through the flow]
stage / end / start / slack [ns] / cells after the start
6_report: o_High_Pulse / out_q1 / 0.90 / 2
4_1_cts: o_High_Pulse / out_q1 / 0.88 / 2
5_1_grt: Counter_clk[8] / Counter_clk[14] / 0.79 / 4
No activity file was given, so power comes from the tool's default toggle rates.
